**flow/run.sh**
```bash
#!/bin/bash
# OpenROAD 26Q1-2900-gdf79404cd8, Yosys 0.63+post, stock flow scripts
make -C /OpenROAD-flow-scripts/flow DESIGN_CONFIG=/design/flow/config.mk WORK_HOME=/design/flow/orfs finish
```
**flow/config.mk**
```make
export PLATFORM = sky130hd
export DESIGN_NAME = top
export DESIGN_NICKNAME = top
export VERILOG_FILES = /design/flow/design.v
export SDC_FILE = /design/flow/constraint.sdc
export NUM_CORES = 4
export LEC_CHECK = 1
export CORE_AREA = 10 10 113 113
export DIE_AREA = 0 0 123 123
export SYNTH_HDL_FRONTEND = slang
export SYNTH_MEMORY_MAX_BITS = 65536
```
**flow/constraint.sdc**
```tcl
current_design top

set clk_period 3.7
set clk_io_pct 0.2

create_clock -name clk0 -period $clk_period [get_ports {clk}]

set non_clock_inputs [all_inputs -no_clocks]
set_input_delay [expr $clk_period * $clk_io_pct] -clock clk0 $non_clock_inputs
set_output_delay [expr $clk_period * $clk_io_pct] -clock clk0 [all_outputs]
```
**flow/design.v**
```verilog
`timescale 1ns / 1ps
module ALU(
    input wire [31:0] a,
    input wire [31:0] b,
    input wire [2:0]  ALUOp,
    output reg [31:0] result,
    output reg [3:0]  flags  
);
    reg [32:0] temp_result;
    reg        overflow;
    reg        carry_out;  
    always @(*) begin
        temp_result = 33'b0;
        overflow = 1'b0;
        carry_out = 1'b0;  
        case (ALUOp)
            3'b000: begin  
                result = a & b;
                temp_result = {1'b0, result};
            end
            3'b001: begin  
                result = a | b;
                temp_result = {1'b0, result};
            end
            3'b010: begin  
                temp_result = {1'b0, a} + {1'b0, b};
                result = temp_result[31:0];
                overflow = (a[31] == b[31]) && (result[31] != a[31]);
                carry_out = temp_result[32];  
            end
            3'b011: begin  
                temp_result = {1'b0, a} - {1'b0, b};
                result = temp_result[31:0];
                overflow = (a[31] != b[31]) && (result[31] != a[31]);
                carry_out = ~temp_result[32];  
            end
            3'b100: begin  
                result = b;
                temp_result = {1'b0, result};
            end
            default: begin
                result = 32'h00000000;
                temp_result = 33'b0;
            end
        endcase
        flags[3] = result[31];           
        flags[2] = (result == 32'b0);    
        flags[1] = carry_out;            
        flags[0] = overflow;             
    end
endmodule
`timescale 1ns / 1ps
module extend (
    input wire [31:0] instruction,
    input wire [1:0] imm_src, 
    output reg [31:0] extended_imm
);
    function [31:0] rotate_right;
        input [31:0] data;
        input [4:0] shift;  
        rotate_right = (data >> shift) | (data << (32 - shift));
    endfunction
    always @(*) begin
        case (imm_src)
            2'b00: extended_imm = rotate_right({24'b0, instruction[7:0]}, 2 * instruction[11:8]);
            2'b01: extended_imm = {20'b0, instruction[11:0]};  
            2'b10: extended_imm = {{6{instruction[23]}}, instruction[23:0], 2'b00};  
            default: extended_imm = 32'b0;
        endcase
    end
endmodule
`timescale 1ns / 1ps
module conditional_logic (
    input  wire        clk,
    input  wire [31:0] Instr, 
    input  wire [3:0]  ALUFlags,
    input  wire [1:0]  FlagW,
    input  wire        PCS,
    input  wire        RegW,
    input  wire        MemW,
    output reg         PCSrc,
    output reg         RegWrite,
    output reg         MemWrite
);
    wire [3:0] Cond = Instr[31:28];
    reg  [1:0] FlagWrite;
    reg  [3:0] Flags;  
    wire       CondEx;
    initial begin
        Flags = 4'b0000;
    end
    assign CondEx =
        (Cond == 4'b0000) ? (Flags[2]) : (Cond == 4'b0001) ? (~Flags[2]) :
        (Cond == 4'b0010) ? (Flags[1]) : (Cond == 4'b0011) ? (~Flags[1]) :
        (Cond == 4'b0100) ? (Flags[3]) : (Cond == 4'b0101) ? (~Flags[3]) :
        (Cond == 4'b0110) ? (Flags[0]) : (Cond == 4'b0111) ? (~Flags[0]) :
        (Cond == 4'b1000) ? (Flags[1] && ~Flags[2]) : (Cond == 4'b1001) ? (~Flags[1] || Flags[2]) :
        (Cond == 4'b1010) ? (Flags[3] == Flags[0]) : (Cond == 4'b1011) ? (Flags[3] != Flags[0]) :
        (Cond == 4'b1100) ? (~Flags[2] && (Flags[3] == Flags[0])) :
        (Cond == 4'b1101) ? (Flags[2] || (Flags[3] != Flags[0])) :
        (Cond == 4'b1110) ? 1'b1 : 1'b0;
    always @(*) begin
        PCSrc        = PCS  && CondEx;
        RegWrite     = RegW  && CondEx;
        MemWrite     = MemW  && CondEx;
        FlagWrite[1] = FlagW[1] && CondEx;
        FlagWrite[0] = FlagW[0] && CondEx;
    end
    always @(posedge clk) begin
        if (FlagWrite[1]) Flags[3:2] <= ALUFlags[3:2];  
        if (FlagWrite[0]) Flags[1:0] <= ALUFlags[1:0];  
    end
endmodule
`timescale 1ns / 1ps
module control_logic (
    input  wire        clk,
    input  wire [31:0] Instr,
    input  wire [3:0]  ALUFlags,
    output wire        PCSrc,
    output wire        RegWrite,
    output wire [1:0]  RegSrc,
    output wire        MemtoReg,
    output wire        MemWrite,
    output wire        ALUSrc,
    output wire [2:0]  ALUControl,
    output wire [1:0]  ImmSrc
);
    wire [1:0]  w_FlagW;
    wire        w_PCS;
    wire        w_RegW;
    wire        w_MemW;
    wire [1:0]  w_FlagWrite_internal;
    decoder u_decoder (
        .Instr      (Instr),
        .FlagW      (w_FlagW),
        .PCS        (w_PCS),
        .RegW       (w_RegW),
        .MemW       (w_MemW),
        .MemtoReg   (MemtoReg),
        .ALUSrc     (ALUSrc),
        .ImmSrc     (ImmSrc),
        .RegSrc     (RegSrc),
        .ALUControl (ALUControl)
    );
    conditional_logic u_cond_logic (
        .clk        (clk),
        .Instr      (Instr),
        .ALUFlags   (ALUFlags),
        .FlagW      (w_FlagW),
        .PCS        (w_PCS),
        .RegW       (w_RegW),
        .MemW       (w_MemW),
        .PCSrc      (PCSrc),
        .RegWrite   (RegWrite),
        .MemWrite   (MemWrite)
    );
endmodule
`timescale 1ns / 1ps
module decoder (
    input  wire [31:0] Instr,
    output reg [1:0]   FlagW,
    output reg         PCS,
    output reg         RegW,
    output reg         MemW,
    output reg         MemtoReg,
    output reg         ALUSrc,
    output reg [1:0]   ImmSrc,
    output reg [1:0]   RegSrc,
    output reg [2:0]   ALUControl
);
    wire [1:0] Op      = Instr[27:26];
    wire [3:0] Funct   = Instr[24:21];
    wire       I_bit   = Instr[25];
    wire       S_bit   = Instr[20];
    wire       L_bit   = Instr[20];
    wire       BL_bit  = Instr[24];
    localparam OP_DP     = 2'b00, OP_MEM   = 2'b01, OP_B     = 2'b10;
    localparam ALU_ADD   = 3'b010, ALU_SUB  = 3'b011, ALU_AND  = 3'b000, ALU_ORR  = 3'b001, ALU_MOV  = 3'b100;
    localparam FUNCT_ADD = 4'b0100, FUNCT_SUB = 4'b0010, FUNCT_AND = 4'b0000, FUNCT_ORR = 4'b1100, FUNCT_MOV = 4'b1101, FUNCT_CMP = 4'b1010;
    always @(*) begin
        FlagW      = 2'b00;
        PCS        = 1'b0;
        RegW       = 1'b0;
        MemW       = 1'b0;
        MemtoReg   = 1'b0;
        ALUSrc     = 1'b0;
        ImmSrc     = 2'b00;
        RegSrc     = 2'b00;
        ALUControl = ALU_ADD;
        case (Op)
            OP_DP: begin
                RegW       = 1'b1;
                ALUSrc     = I_bit;
                if (S_bit) FlagW = 2'b11;
                if (I_bit) ImmSrc = 2'b00;
                case (Funct)
                    FUNCT_ADD: ALUControl = ALU_ADD;
                    FUNCT_SUB: ALUControl = ALU_SUB;
                    FUNCT_AND: ALUControl = ALU_AND;
                    FUNCT_ORR: ALUControl = ALU_ORR;
                    FUNCT_MOV: ALUControl = ALU_MOV;
                    FUNCT_CMP: begin ALUControl=ALU_SUB; RegW=0; FlagW=2'b11; end
                    default: ;
                endcase
            end
            OP_MEM: begin
                ALUSrc=1; ALUControl=ALU_ADD; ImmSrc=2'b01;
                if (L_bit) begin  
                    RegW=1; MemtoReg=1; RegSrc=2'b00;
                end else begin  
                    MemW=1; RegSrc=2'b10;
                end
            end
            OP_B: begin
                PCS=1; ALUSrc=1; ALUControl=ALU_ADD; ImmSrc=2'b10; RegSrc=2'b01;
                if (BL_bit) RegW = 1'b1;
            end
            default: ;
        endcase
    end
endmodule
`timescale 1ns / 1ps
module ALUSrc_MUX(
    input wire [31:0] ReadData2,       
    input wire [31:0] ExtImm,          
    input wire ALUSrc,                 
    output reg [31:0] ALU_input2       
);
    always @(*) begin
        if (ALUSrc) 
            ALU_input2 = ExtImm;      
        else 
            ALU_input2 = ReadData2;    
    end
endmodule
`timescale 1ns / 1ps
module Memtoreg_MUX(
    input wire [31:0] memory_ReadData,  
    input wire [31:0] ALUResult,        
    input wire        MemtoReg,         
    output reg [31:0] WD3               
);
    always @(*) begin
        if (MemtoReg) begin
            WD3 = memory_ReadData;
        end else begin
            WD3 = ALUResult;
        end
    end
endmodule
`timescale 1ns / 1ps
module PCSrc_MUX(
    input wire [31:0] PC_src1,            
    input wire [31:0] PC_plus4,           
    input wire PCSrc,                     
    output reg [31:0] PC1                
);
    always @(*) begin
        if (PCSrc) 
            PC1 = PC_src1;     
        else 
            PC1 = PC_plus4;    
    end
endmodule
`timescale 1ns / 1ps
module RegSrc_mux0 (
    input  wire [3:0] instruction,  
    input  wire       RegSrc0,      
    output reg  [3:0] result        
);
    always @(*) begin
        if (RegSrc0)
            result = 4'b1111;      
        else
            result = instruction;  
    end
endmodule
`timescale 1ns / 1ps
module RegSrc_mux1 (
    input  wire [3:0] instruction1,  
    input  wire [3:0] instruction0, 
    input  wire       RegSrc1,     
    output reg  [3:0] result       
);
    always @(*) begin
        if (RegSrc1)
            result = instruction1;     
        else
            result = instruction0; 
    end
endmodule
`timescale 1ns / 1ps
module RegisterFile (
    input wire clk,
    input wire rst,
    input wire [3:0] read_reg1,
    input wire [3:0] read_reg2,
    input wire [3:0] write_reg,
    input wire [31:0] write_data,
    input wire reg_write,
    input wire [31:0] pc_plus_8, 
    output reg [31:0] read_data1,
    output reg [31:0] read_data2
);
    reg [31:0] reg_file [0:15]; 
    integer i;
    always @(posedge clk) begin
        if (rst) begin
            for (i = 0; i < 15; i = i + 1) begin
                reg_file[i] <= 32'b0;
            end
        end else begin
            if (reg_write && write_reg != 4'd15) begin
                reg_file[write_reg] <= write_data;
            end
        end
    end
    always @(*) begin
        if (read_reg1 == 4'd15) begin
            read_data1 = pc_plus_8;
        end else begin
            read_data1 = reg_file[read_reg1];
        end
        if (read_reg2 == 4'd15) begin
            read_data2 = pc_plus_8;
        end else begin
            read_data2 = reg_file[read_reg2];
        end
    end
endmodule
`timescale 1ns / 1ps
module instruction_memory (
    input wire clk,
    input wire rst,
    input wire [31:0] address,
    output wire [31:0] instruction  
);
    reg [31:0] memory [0:255]; 
    initial begin
        $readmemh("memory/instructions.mem", memory);
    end
    assign instruction = memory[address[9:2]];
endmodule
`timescale 1ns / 1ps
module PC_4Adder (
    input  wire [31:0] PC,      
    output wire [31:0] PC_plus4 
);
    assign PC_plus4 = PC + 32'd4; 
endmodule
`timescale 1ns / 1ps
module PC_8Adder (
    input  wire [31:0] PC_plus4,      
    output wire [31:0] PC_plus8    
);
    assign PC_plus8 = PC_plus4 + 32'd4;  
endmodule
`timescale 1ns / 1ps
module RegisterPC (
    input  wire        clk,     
    input  wire [31:0] PC1,      
    input  wire        rst,      
    output reg  [31:0] PC         
);
initial begin               
        PC = 32'b0;              
    end
    always @(posedge clk) begin
        if (rst) begin
            PC <= 32'b0;         
        end else begin
            PC <= PC1;             
        end
    end
endmodule
`timescale 1ns / 1ps
module top(
    input wire clk,
    input wire rst,
    output wire [31:0] mem_addr,         
    output wire [31:0] mem_wdata,       
    output wire        mem_we,         
    input  wire [31:0] mem_rdata,      
    output wire [31:0] current_pc,
    output wire [31:0] current_instruction,
    output wire        dbg_MemtoReg,
    output wire        dbg_RegWrite,
    output wire [31:0] dbg_WD3
    );
    wire [31:0] PC;             
    wire [31:0] PC1;            
    wire [31:0] PC_plus4;       
    wire [31:0] PC_plus8;      
    wire [31:0] extended_imm;   
    wire [31:0] read_data1;     
    wire [31:0] read_data2;        
    wire [3:0]  WriteReg;     
    wire [31:0] instruction;    
    wire [31:0] ALUResult;      
    wire [31:0] rdata;         
    wire [3:0] ra1;             
    wire [3:0] ra2;            
    wire [31:0] b;             
    wire [31:0] WD3;            
    wire [3:0] ALU_flags;
    wire        PCSrc;
    wire        RegWrite;
    wire [1:0]  RegSrc;
    wire        MemtoReg;
    wire        MemWrite;
    wire        ALUSrc;
    wire [2:0]  ALUControl;
    wire [1:0]  ImmSrc;
    assign mem_addr = ALUResult;
    assign mem_wdata = read_data2;
    assign mem_we = MemWrite;
    assign current_pc = PC;
    assign current_instruction = instruction;
    assign dbg_MemtoReg = MemtoReg;
    assign dbg_RegWrite = RegWrite;
    assign dbg_WD3      = WD3;
    instruction_memory inst_mem (
        .clk(clk),              
        .rst(rst),
        .address(PC),
        .instruction(instruction)
    );
    control_logic control_unit(
        .clk(clk),
        .Instr(instruction),
        .ALUFlags(ALU_flags),
        .PCSrc(PCSrc),
        .RegWrite(RegWrite),
        .RegSrc(RegSrc),
        .MemtoReg(MemtoReg),
        .MemWrite(MemWrite),
        .ALUSrc(ALUSrc),
        .ALUControl(ALUControl),
        .ImmSrc(ImmSrc)
    );
    RegSrc_mux0 src_mux0(
        .instruction(instruction[19:16]),
        .RegSrc0(RegSrc[0]),
        .result(ra1)
    );
    RegSrc_mux1 src_mux1(
        .instruction1(instruction[15:12]),
        .instruction0(instruction[3:0]),
        .RegSrc1(RegSrc[1]),
        .result(ra2)
    );
    PC_4Adder adder4(
        .PC(PC),
        .PC_plus4(PC_plus4)
    );
    PC_8Adder adder8(
        .PC_plus4(PC_plus4),
        .PC_plus8(PC_plus8)
    );
    RegisterFile RF(
        .clk(clk),
        .rst(rst),
        .read_reg1(ra1),
        .read_reg2(ra2),
        .write_reg(instruction[15:12]),
        .write_data(WD3),
        .reg_write(RegWrite),
        .pc_plus_8(PC_plus8),
        .read_data1(read_data1),
        .read_data2(read_data2)
    );
    ALUSrc_MUX alusrc_mux(
        .ReadData2(read_data2),
        .ExtImm(extended_imm),
        .ALUSrc(ALUSrc),
        .ALU_input2(b)
    );
    extend extend1(
        .instruction(instruction),
        .imm_src(ImmSrc),
        .extended_imm(extended_imm)
    );
    ALU ALU1(
        .a(read_data1),
        .b(b),
        .ALUOp(ALUControl),
        .result(ALUResult),
        .flags(ALU_flags)
    );
    Memtoreg_MUX Memtoreg_MUX1(
        .memory_ReadData(mem_rdata),
        .ALUResult(ALUResult),
        .MemtoReg(MemtoReg),
        .WD3(WD3)
    );
    PCSrc_MUX PCSrc_MUX1(
        .PC_src1(ALUResult),
        .PC_plus4(PC_plus4),
        .PCSrc(PCSrc),
        .PC1(PC1)
    );
    RegisterPC RegisterPC1(
        .clk(clk),
        .PC1(PC1),
        .rst(rst),
        .PC(PC)
    );
endmodule
```
==> out/metrics.cfg <==
[status]
status = complete, no violations

[clock_network]
cts_tree = done
cts_made_buffers = 5
max-clock-path-buffers = 2
ctsResizeCount = 0
cts_setup_buffers = 0
htree_levels = 2
clkSlewWorstSetupHoldPaths_ns = 0.06
clock_latency_ns = 0.27
ctsHoldBuffers = 0
cts_sinks = 30
cts_root_buf = clkbuf_8

[drt]
antenna_cells = 0
postRouteAntennaNets = 0
drt_iter0_markers = 74
dr.pass1.iters = 4
drt-total-wl_um = 5240
wire_per_inst_um = 11.5
vias = 1596
avgViaCountPerCell = 3.49
drc_errors = 0

[final_timing]
rsz0062_at_grt = false
final-setup-viol-count = 0
clock.fmax_ghz = 0.412
tns_ns = 0
layout_min_cycle_time_ns = 2.43
worst_slew_pin_slew_ns = 0.717
finClkSkew_ns = 0.00329
hold_violations = 0
drv_slew = 0
finalCritPeriodShare_pct = 65.6
slew_headroom_pct = 52.1

[synth]
synth.area.top_cells = buf_4 42%, dfxtp_1 25%, or4_1 3.8%
syn_avg_cell_area_sq_um = 8.09
yosys_area_sq_mm = 0.00238
syn_area_sq_mm = 0.00238
ff_type = dfxtp_1
synth.largest_area_cell = buf_4
top_cell = buf_4
yosys-top-cells-count = 133 x buf_4, 30 x dfxtp_1, 17 x a21oi_1
top_area_share_pct = 42.0
synth-cells-yosys = 294
ys.flops = 30
ys_warn_count = 0
logic_family = buffers and inverters
yosysUniqueCellTypes = 33
ys_sh_adder_pct = 0.526
xor_share_pct = 3.68
mux_share_pct = 0.473
async_reset_ff_share_pct = 0
synthCells = 294
edf_count = 0
synth_seq_share_pct = 25.2
synthSimpleGateAreaFrac_pct = 16.9
yosys.area_share.aoi_pct = 8.31

[pwr]
intPower_uw = 464
p_sw_uw = 132
pwr-share-seq_pct = 55.3
ir_drop_v = 0.0000979
p_leak_uw = 0.000966
share_comb_of_total_power_pct = 4.4
pwr-share-clk_pct = 40.3
swShare_pct = 22.2
p_per_area_mw_per_mm2 = 249

[finish]
largest_reg_flops = 30
drive_gt1_share_pct = 3.43
design_area_sq_mm = 0.00239
syn2layout_area_growth_pct = 0.473
final_core_util_pct = 23.2
regMostFlops = RegisterPC1.PC
n_fill_cell = 1127
reg_top3 = RegisterPC1.PC: 30 flops

[die]
fp_util_pct = 23.1
ios = 197
dieHeight_um = 123
die_width_um = 123
fp.coreArea_sq_mm = 0.0103
num_rows = 37
chipArea_sq_mm = 0.0151

[worst_setup_path]
cp_slowest_cell = or4_1
cp_top_family = simple AND/OR/NAND/NOR gates
crit_required_ns = 3.90
crit_fanout = 16
worstSetupPathType = flop to flop
cp_slowest_stage_delay_ns = 0.69
start_kind = flop
cp-end-kind = flop
crit_chain = ha_1 -> and4_2 -> nand4_1 -> or4_1 -> a21oi_1
cp_num_buf_inv = 0
worstPathArrival_ns = 2.63

[grt]
grt_pass1_wl_um = 7800
grt_use_total_pct = 6.26
grt_start_max_net_pins = 32
antenna_found_initial = 0
grt_pass1_vias = 1570
gr-total-overflow = 0

[placed_design]
dpl-instance-area_sq_mm = 0.00231
portBuffers = 31
gp_congestion = 0.718
dpl.hpwl_um = 4170

[flow_run]
warning_count = 57
maxCapViolations = 0

[worst_hold_path]
hp-class = flop to flop

path summary, 6_finish.rpt:
check / startpoint / to / slack [ns] / cells after the start
max reg2reg: RegisterPC1.PC[2] / RegisterPC1.PC[26] / 1.27 / 5
min reg2reg: RegisterPC1.PC[31] / RegisterPC1.PC[31] / 0.48 / 2
min: RegisterPC1.PC[31] / RegisterPC1.PC[31] / 0.48 / 2
max: RegisterPC1.PC[2] / RegisterPC1.PC[26] / 1.27 / 5
cell usage in the layout (no fill, tap or decap), types with 6 or more instances in the layout:
cell type,count
nand2_1,6
o31ai_1,11
conb_1,133
dfxtp_1,30
nand4_1,6
clkdlybuf4s50_1,31
a21oi_1,17
nand3_1,10
o21ai_0,6
nor2_1,12
or4_1,12
worst register-to-register path: cells and delay by family (launching register included):
family,cells,cell delay [ns]
DFF,1,0.41
AOI/OAI and AO/OA,1,0.15
and+or+nand+nor,3,1.57
adders and majority gates,1,0.23
final cells by class:
| class | count | area, sq um | share of cell area (%) |
|---|---|---|---|
| Multi-Input combinational cell | 248 | 1210 | 50.7 |
| Sequential cell | 30 | 601 | 25.1 |
| Timing Repair Buffer | 32 | 318 | 13.3 |
| Tap cell | 136 | 170 | 7.12 |
| Clock buffer | 7 | 76.3 | 3.19 |
| Inverter | 4 | 15.0 | 0.628 |
stage by stage:
step	setup slack [ns]	instances	total power [uW]	hold WS (ns)
2_1_floorplan	1.90	426	444	0.439
4_1_cts	1.25	457	610	0.484
3_3_place_gp	1.29	450	370	0.462
6_report	1.27	457	596	0.478
3_5_place_dp	1.28	450	367	0.476
5_1_grt	1.02	457	632	0.515
per-layer routing:
layer,vias up,wire [um],track usage [%]
met5,-,0,0
met4,0,23,0.582
met3,2,545,2.73
met2,98,2470,10.3
met1,719,2200,7.77
li1,777,-,-
cell families after synthesis:
| logic type | after synthesis |
|---|---|
| fa+ha+maj | 1 |
| simple gates | 69 |
| buf+inv | 148 |
| compound gates | 34 |
| other cells | 1 |
| flops | 30 |
| xor+xnor | 10 |
| mux | 1 |
power by group through the flow:
stage	sequential, uW	clock, uW	combinational, uW
6_report	329	240	26.4
5_1_grt	330	266	36.2
4_1_cts	329	250	31.1
No activity file was given, so power comes from the tool's default toggle rates.
